==> ./design.v <==
`timescale 1ns / 1ps
module ascii_convert(
input      [7:0] asciiIn,
output reg [7:0] segmentOut
 );
always @ (*)
begin
	case(asciiIn)
		"0" : segmentOut = 8'b11000000;  
		"1" : segmentOut = 8'b11001111;  
		"2" : segmentOut = 8'b10100100;  
		"3" : segmentOut = 8'b10110000;  
		"4" : segmentOut = 8'b10011001;  
		"5" : segmentOut = 8'b10010010;  
		"6" : segmentOut = 8'b10000011;  
		"7" : segmentOut = 8'b11111000;  
		"8" : segmentOut = 8'b10000000;  
		"9" : segmentOut = 8'b10011000;  
		"A" : segmentOut = 8'b10001000;  
		"B" : segmentOut = 8'b10000011;  
		"C" : segmentOut = 8'b11000110;  
		"D" : segmentOut = 8'b10100001;  
		"E" : segmentOut = 8'b10000110;  
		"F" : segmentOut = 8'b10001110;  
		default : segmentOut = 8'b11111111;  
	endcase
end
endmodule
`timescale 1ns / 1ps
module ascii_to_7seg(
input [7:0] asciiOne,
input [7:0] asciiTwo,
input [7:0] asciiThree,
input [7:0] asciiFour,
output [7:0] sevenSegOne,
output [7:0] sevenSegTwo,
output [7:0] sevenSegThree,
output [7:0] sevenSegFour
    );
ascii_convert asciiOneConvert(
.asciiIn(asciiOne),
.segmentOut(sevenSegOne)
);
ascii_convert asciiTwoConvert(
.asciiIn(asciiTwo),
.segmentOut(sevenSegTwo)
);
ascii_convert asciiThreeConvert(
.asciiIn(asciiThree),
.segmentOut(sevenSegThree)
);
ascii_convert asciiFourConvert(
.asciiIn(asciiFour),
.segmentOut(sevenSegFour)
);
endmodule
`timescale 1ns / 1ps
module digit_driver(
        input CLK,
        input [31:0] cyclesPerStrobe,
        input [7:0] digitOne,
        input [7:0] digitTwo,
        input [7:0] digitThree,
        input [7:0] digitFour,
        output reg [6:0] SegOut,
        output [3:0] AnOut,
        output reg DpOut
);
reg [3:0] an_inverted;
assign AnOut = ~an_inverted;
reg [31:0] ticker;
reg tickerClock;
always @ (posedge CLK)
begin
    if(ticker >= cyclesPerStrobe)  
        begin
            ticker <= 0;
            tickerClock <= 1;
        end
        else
        begin
            ticker <= ticker + 1;
            tickerClock <= 0;	
        end
end
always @ (posedge tickerClock)
begin
    if(an_inverted == 4'b0)
    begin
        an_inverted <= 4'b0001;
    end
    else if(an_inverted >= 4'b1000)
    begin
        an_inverted <= 4'b0001;
    end
    else
    begin
        an_inverted <= an_inverted << 1;
    end
end
always @ (negedge tickerClock)
begin
	case(an_inverted)
        4'b1000:
        begin
            SegOut <= digitOne[6:0];  
				DpOut <= digitOne[7];
        end
        4'b0100:
        begin
            SegOut <= digitTwo[6:0];  
				DpOut <= digitTwo[7];
        end
        4'b0010:
        begin
            SegOut <= digitThree[6:0];  
				DpOut <= digitThree[7];
        end
        4'b0001:
        begin
            SegOut <= digitFour[6:0];  
				DpOut <= digitFour[7];
        end
        default:
        begin
            SegOut <= 7'b1111111; 
        end
    endcase
end
endmodule
`timescale 1ns / 1ps
module digit_scroll(
	input CLK,
	input [31:0] cyclesPerStrobe,
	input RESET,
	output reg [7:0] asciiOne,
	output reg [7:0] asciiTwo,
	output reg [7:0] asciiThree,
	output reg [7:0] asciiFour
);
localparam STRING_TO_DISPLAY = "0123456789ABCDEF ";
localparam STRING_LENGTH = 17;
reg [(8*STRING_LENGTH)-1:0] stringvar;
reg [31:0] ticker;
reg tickerClock;
always @ (posedge CLK)
begin
    if(ticker >= cyclesPerStrobe)  
        begin
            ticker <= 0;
            tickerClock <= 1;
        end
        else
        begin
            ticker <= ticker + 1;
            tickerClock <= 0;	
        end
end
always @ (posedge tickerClock or posedge RESET)
begin
	if(RESET)
	begin
		stringvar  <= STRING_TO_DISPLAY;
	   asciiOne   <= 8'b11111111;
		asciiTwo   <= 8'b11111111;
		asciiThree <= 8'b11111111;
		asciiFour  <= 8'b11111111;
	end
	else
	begin
		asciiOne   <= asciiTwo;
		asciiTwo   <= asciiThree;
		asciiThree <= asciiFour;
		asciiFour  <= stringvar[7:0]; 
		stringvar <= stringvar << 8;
		stringvar[7:0] <= stringvar[(8*STRING_LENGTH)-1:(8*STRING_LENGTH)-8];
	end
end
endmodule
`timescale 1ns / 1ps
module seven_seg_demo(     
input CLK,
input btn,
output [6:0] seg,
output [3:0] an,
output dp
);    
wire [7:0] sevenSegOne;
wire [7:0] sevenSegTwo;
wire [7:0] sevenSegThree;
wire [7:0] sevenSegFour;
wire [7:0] asciiOneWire;
wire [7:0] asciiTwoWire;
wire [7:0] asciiThreeWire;
wire [7:0] asciiFourWire;
digit_scroll digit_scroll(
	.CLK(CLK),
	.RESET(btn),
	.cyclesPerStrobe(40000000),
	.asciiOne(asciiOneWire),
	.asciiTwo(asciiTwoWire),
	.asciiThree(asciiThreeWire),
	.asciiFour(asciiFourWire)
);
ascii_to_7seg ascii_to_7seg(
	.asciiOne(asciiOneWire),
	.asciiTwo(asciiTwoWire),
	.asciiThree(asciiThreeWire),
	.asciiFour(asciiFourWire),
	.sevenSegOne(sevenSegOne),
	.sevenSegTwo(sevenSegTwo),
	.sevenSegThree(sevenSegThree),
	.sevenSegFour(sevenSegFour)
);
digit_driver digit_driver(
	.CLK(CLK),
	.cyclesPerStrobe(50000),
	.digitOne(sevenSegOne),
	.digitTwo(sevenSegTwo),
	.digitThree(sevenSegThree),
	.digitFour(sevenSegFour),
	.SegOut(seg),
	.AnOut(an),
	.DpOut(dp)
);
endmodule
==> ./run.sh <==
#!/bin/bash
# OpenROAD 26Q1-2900-gdf79404cd8, Yosys 0.63+post, stock flow scripts
make -C /OpenROAD-flow-scripts/flow DESIGN_CONFIG=/design/flow/config.mk WORK_HOME=/design/flow/orfs finish
==> ./config.mk <==
export PLATFORM = sky130hd
export DESIGN_NAME = seven_seg_demo
export DESIGN_NICKNAME = seven_seg_demo
export VERILOG_FILES = /design/flow/design.v
export SDC_FILE = /design/flow/constraint.sdc
export NUM_CORES = 4
export LEC_CHECK = 1
export CORE_UTILIZATION = 30
==> ./constraint.sdc <==
current_design seven_seg_demo

set clk_period 5.0
set clk_io_pct 0.2

create_clock -name clk0 -period $clk_period [get_ports {CLK}]

set non_clock_inputs [all_inputs -no_clocks]
set_input_delay [expr $clk_period * $clk_io_pct] -clock clk0 $non_clock_inputs
set_output_delay [expr $clk_period * $clk_io_pct] -clock clk0 [all_outputs]
==> results.json <==
{
  "worstHoldStart": "digit_driver.ticker[15]",
  "layout_top_cell": "dfrtp_1",
  "unclocked_regs": 171,
  "edf_count": 0,
  "cts_setup_buffers": 0,
  "ys_ff": 237,
  "reg2reg_setup_slack_ns": 2.92,
  "grt_usage_pct": 9.62,
  "critPathBufInv": 1,
  "hold_ws_ns": 0.471,
  "min_to": "digit_driver.ticker[15]",
  "path_max_fanout": 20,
  "finalHoldViolCount": 0,
  "setup_slack_ns": 2.92,
  "clockBufferDepth": 2,
  "maxSlewViolCount": 0,
  "cts_hold_buffers": 0,
  "power_density_nw_per_um2": 128,
  "dpl_worst_slack_ns": 2.92,
  "portBuffers": 12,
  "pwr-share-clk_pct": 50.8,
  "ys_seq_share_pct": 66.6,
  "dieArea_um2": 28900,
  "critPathArrivalTime_ns": 2.33,
  "synth_area_leader_cell": "dfrtp_1",
  "fp_util_pct": 30.5,
  "drive_gt1_share_pct": 18.2,
  "synthCells": 691,
  "synthArstFlopShare_pct": 67.5,
  "relSlewSlack_pct": 38.2,
  "fp.dieH_um": 170,
  "place_congestion": 0.881,
  "firstDrtPassIters": 5,
  "ys_cells": 691,
  "p_leak_uw": 0.00357,
  "status": "finished, final reports clean",
  "cp_slowest_stage_delay_ns": 0.39,
  "wirelength_mm": 12.9,
  "avgSynthCellArea_um2": 12.3,
  "warnings": 31,
  "crit-reg2reg-capture": "digit_scroll.ticker[1]",
  "vias_per_cell": 4.49,
  "ff_type": "dfrtp_1",
  "clkTransAtPathRegs_ns": 0.05,
  "cts-resized-gates": 0,
  "timing.fmax_mhz": 481,
  "switchingPower_uw": 243,
  "ios": 14,
  "dpl.hpwl_mm": 8.65,
  "rows": 61,
  "cts_buffers": 9,
  "untimed_endpoints": 182,
  "dieWidth_um": 170,
  "grt_overflow_total": 0,
  "setup_viol": 0,
  "ir_drop_uv": 161,
  "antenna_found_initial": 0,
  "worstSetupPathType": "flop to flop",
  "finalClockPeriodUsage_pct": 41.6,
  "via_count": 4908,
  "rsz0062_at_grt": "no",
  "final_antenna_net_count": 0,
  "syn_area_um2": 8470,
  "cp.required_ns": 5.25,
  "synth.distinct_cells": 76,
  "crit_family": "AND-OR/OR-AND gates",
  "grt_pass1_vias": 4536,
  "hp-class": "flop to flop",
  "tns_ns": 0,
  "crit_slowest_cell": "o31a_1",
  "yosys-top-cells-area": "dfrtp_1 (25%), dfstp_2 (23%), dfxtp_1 (18%), nor2_1 (2.5%), nor3_2 (2.4%)",
  "clock.latency.late_pin_ns": 0.32,
  "htreeDepth": 3,
  "synth-area-yosys_um2": 8470,
  "grt_first_pass_wirelength_mm": 22.6,
  "worstRegToRegCells": 7,
  "route.detailed.drc": 0,
  "intPower_uw": 949,
  "whs_path_depth": 2,
  "fp.coreArea_um2": 27800,
  "cts_root_buf": "clkbuf_16",
  "drv_cap": 0,
  "wire_per_inst_um": 11.8,
  "tightest_slew_ns": 0.914,
  "area.growth.synth_to_final_pct": 10.3,
  "cp_cell_sequence": "o2111ai_1 -> nand3_1 -> a2111oi_2 -> nor2_1 -> o31a_1 -> buf_4 -> nor3b_1",
  "antenna_cells": 0,
  "fin_crit_ns": 2.08,
  "p_seq_share_pct": 46.6,
  "grt_max_degree": 109,
  "netSwitchingFraction_pct": 20.4,
  "cts_tree": "done",
  "clock_skew_ns": 0.00315,
  "cp-start-kind": "flop",
  "end_kind": "flop",
  "combPwrFrac_pct": 2.6,
  "ys_warn_count": 3,
  "most-common-layout-cells": "dfrtp_1 (85), dfxtp_1 (76), dfstp_2 (75)",
  "top_area_share_pct": 25.1,
  "drt_iter0_markers": 340,
  "rr_startpoint": "digit_scroll.ticker[10]"
}
==> Yosys cell counts (4+ instances only) <==
cell type and number:
nor3_1 19, clkbuf_1 20, o211ai_1 8, nand4_1 13, xor2_1 18, a21oi_1 28, a31oi_1 6, dfstp_2 75
ha_1 4, nand2b_1 5, o21ai_0 18, nor2b_1 5, dfxtp_1 77, nand3b_1 4, and3_1 12, o21ai_1 9
xnor2_1 21, o31ai_1 4, nor4_1 8, nor3_2 20, inv_1 22, nand3_1 25, dfrtp_1 85, buf_2 6
nand2_1 42, nor2_1 56
==> through the flow <==
step | total power [µW] | cell area [µm²] | utilization, % | cells
floorplan | 589 | 8540 | - | 712
global placement | 598 | 9050 | 32.6 | 1078
detailed placement | 599 | 9050 | 32.6 | 1078
CTS | 1210 | 9340 | 33.6 | 1093
global route | 1240 | 9340 | 33.6 | 1093
finish | 1190 | 9340 | 33.6 | 1093
==> layout make-up <==
| type | instances | area, µm² |
|---|---|---|
| Clock buffer | 10 | 239 |
| Clock inverter | 5 | 53.8 |
| Fill cell | 2715 | 18400 |
| Inverter | 23 | 91.3 |
| Multi-Input combinational cell | 421 | 2670 |
| Sequential cell | 237 | 5640 |
| Tap cell | 378 | 473 |
| Timing Repair Buffer | 19 | 173 |
==> cells by family (layout without fill, tap and decap cells) <==
group           after synthesis  count (layout)  share of synthesized area, %
fa+ha+maj                     4               4                         0.591
mux                           1               1                         0.118
buf+inv                      54              57                          2.79
simple gates                240             240                          16.4
compound gates              114             114                          9.33
flops                       237             237                          66.6
other cells                   2              23                        0.0887
xor+xnor                     39              39                          4.03
==> per-layer routing <==
metal,track usage (%),wire [µm],up-vias,part of all wire (%)
met5,0,0,-,0
met3,1.49,441,11,3.4
met2,13.3,5290,81,41
li1,-,-,2428,-
met1,16.7,7050,2388,55
met4,0.901,123,0,0.95
==> power groups by stage <==
stage         logic (µW)  registers (µW)  clock network (µW)
CTS                 33.0             555                 623
global route        37.6             556                 649
finish              30.8             555                 606
==> worst max-delay path by stage <==
| stage | from | cells past startpoint | endpoint | slack [ns] |
|---|---|---|---|---|
| finish | digit_scroll.ticker[10] | 7 | digit_scroll.ticker[1] | 2.92 |
| global route | digit_scroll.ticker[10] | 7 | digit_scroll.ticker[1] | 2.77 |
| CTS | digit_scroll.ticker[10] | 7 | digit_scroll.ticker[4] | 2.91 |
==> flip-flops by register name, summed over array words and instances, names as in the netlist <==
signal                    flops
digit_driver.SegOut           7
digit_driver.an_inverted      4
digit_driver.ticker          32
digit_driver.tickerClock      1
digit_scroll.asciiFour        8
digit_scroll.asciiOne         8
digit_scroll.asciiThree       6
digit_scroll.asciiTwo         8
digit_scroll.stringvar      130
digit_scroll.ticker          32
digit_scroll.tickerClock      1
==> tightest hold or removal path, delay by kind of cell (launching register included) <==
family / cells / cell delay, ns
flip-flops: 1 / 0.32
AND/OR/NAND/NOR: 1 / 0.07
AND-OR/OR-AND: 1 / 0.05
No activity file was given, so power comes from the tool's default toggle rates.
